==> design/flow/config.mk <==
export PLATFORM = sky130hd
export DESIGN_NAME = synaptic_processing_unit
export DESIGN_NICKNAME = synaptic_processing_unit
export VERILOG_FILES = /design/flow/design.v
export SDC_FILE = /design/flow/constraint.sdc
export NUM_CORES = 4
export LEC_CHECK = 1
export CORE_UTILIZATION = 40
==> design/flow/design.v <==
module fixed_adder2 (a, b, sub, sum);
	parameter numwidth = 16;
	input [numwidth:0] a, b;
	input sub;
	output [numwidth:0] sum;
	wire sub;
	wire [numwidth:0] a, b;
	wire [numwidth:0] sum;
	assign sum = sub ? ((a[numwidth] != b[numwidth]) ? 
							{a[numwidth], a[numwidth-1:0] + b[numwidth-1:0]} : 
							(((b[numwidth-1:0] > a[numwidth-1:0]) && (a[numwidth] == b[numwidth])) ? 
								{~a[numwidth], ~a[numwidth-1:0] + b[numwidth-1:0] + 1'b1} : 
							(((a[numwidth-1:0] > b[numwidth-1:0]) && (a[numwidth] == b[numwidth])) ? 
								{a[numwidth], a[numwidth-1:0] + ~b[numwidth-1:0] + 1'b1} : 
								0))) : 
						(((a[numwidth] == b[numwidth])) ? 
							{a[numwidth], a[numwidth-1:0] + b[numwidth-1:0]} : 
							(((a[numwidth-1:0] > b[numwidth-1:0]) && (a[numwidth] != b[numwidth])) ? 
								{a[numwidth], a[numwidth-1:0] + ~b[numwidth-1:0] + 1'b1} : 
								(((b[numwidth-1:0] > a[numwidth-1:0]) && (a[numwidth] != b[numwidth])) ? 
									{b[numwidth], ~a[numwidth-1:0] + b[numwidth-1:0] + 1'b1} : 
									0)));
endmodule
module synaptic_processing_unit(clk, asyn_reset, fifo_empty, weight_in, i_next_in, src_tag_in, req_write_i_next, req_deq, busy, i_next_out, src_tag_out, dst_tag_out, state);
    parameter numneurons = 2;
    parameter numwidth = 16;
    parameter tagbits = 1;
    parameter numstates = 5;
    parameter wait_src = 5'b00001;
    parameter fetch_src = 5'b00010;
    parameter fetch_dst_wgt_inext = 5'b00100;
    parameter add_wgt_inext = 5'b01000;
    parameter write_inext = 5'b10000;
    input clk, asyn_reset, fifo_empty;
    input [numwidth:0] weight_in, i_next_in;
    input [tagbits-1:0] src_tag_in;
    output req_deq, req_write_i_next, busy;
    output [numwidth:0] i_next_out;
    output [tagbits-1:0] src_tag_out, dst_tag_out;
    output [numstates-1:0] state;
    wire clk, asyn_reset, fifo_empty;
    wire [tagbits-1:0] src_tag_in;
    wire [numwidth:0] weight_in, i_next_in, add1;
    reg req_deq, busy, req_write_i_next;
    reg [numwidth:0] i_next_out;
    reg [tagbits-1:0] src_tag_out, dst_tag_out;
    reg [tagbits-1:0] src_tag_reg, dst_tag_reg;
    reg [numwidth:0] cur_i_next, cur_weight, result;
    reg [numstates-1:0] state, state_next;
    fixed_adder2 U1(cur_i_next, cur_weight, 1'b0, add1);
    always @(posedge clk, posedge asyn_reset) begin
        if (asyn_reset) begin
            src_tag_reg <= 0;
            dst_tag_reg <= 0;
            state <= wait_src;
        end
        else begin
            case(state)
                wait_src: begin 
                    dst_tag_reg <= dst_tag_reg;
                    src_tag_reg <= src_tag_reg;
                    cur_i_next <= cur_i_next;
                    cur_weight <= cur_weight;
                    result <= result;
                    busy <= 1'b0;
                    req_deq <= 1'b0;
                    req_write_i_next <= 1'b0;
                    if (!fifo_empty) begin 
                        state_next <= fetch_src;
                    end 
                    else begin
                        state_next <= wait_src;
                    end
                end
                fetch_src: begin
                    state_next <= fetch_dst_wgt_inext;
                    dst_tag_reg <= dst_tag_reg;
                    src_tag_reg <= src_tag_in;  
                    cur_i_next <= cur_i_next;
                    cur_weight <= cur_weight;
                    result <= result;
                    busy <= 1'b1;
                    req_deq <= 1'b1;  
                    req_write_i_next <= 1'b0;
                end
                fetch_dst_wgt_inext: begin
                    state_next <= add_wgt_inext;
                    dst_tag_reg <= dst_tag_reg;
                    src_tag_reg <= src_tag_reg;
                    cur_i_next <= i_next_in;  
                    cur_weight <= weight_in;  
                    result <= result;
                    busy <= 1'b1;	
                    req_deq <= 1'b0;
                    req_write_i_next <= 1'b0;
                end
                add_wgt_inext: begin
                    state_next <= write_inext;
                    dst_tag_reg <= dst_tag_reg;
                    src_tag_reg <= src_tag_reg;
                    cur_i_next <= cur_i_next;
                    cur_weight <= cur_weight;
                    result <= add1;  
                    busy <= 1'b1;
                    req_deq <= 1'b0;
                    req_write_i_next <= 1'b0;
                end
                write_inext: begin
                    dst_tag_reg <= dst_tag_reg + 1;
                    src_tag_reg <= src_tag_reg;
                    cur_i_next <= cur_i_next;
                    cur_weight <= cur_weight;
                    result <= result;
                    busy <= 1'b1;
                    req_deq <= 1'b0;
                    req_write_i_next <= 1'b1;  
                    if (dst_tag_reg == 0) begin  
                        state_next <= wait_src;
                    end 
                    else begin
                        state_next <= fetch_dst_wgt_inext;
                    end
                end
            endcase
            state <= state_next;
            i_next_out <= result;  
            src_tag_out <= src_tag_reg;
            dst_tag_out <= dst_tag_reg;
        end
    end
endmodule
==> design/flow/constraint.sdc <==
current_design synaptic_processing_unit

set clk_period 8.3
set clk_io_pct 0.2

create_clock -name clk0 -period $clk_period [get_ports {clk}]

set non_clock_inputs [all_inputs -no_clocks]
set_input_delay [expr $clk_period * $clk_io_pct] -clock clk0 $non_clock_inputs
set_output_delay [expr $clk_period * $clk_io_pct] -clock clk0 [all_outputs]
==> design/flow/run.sh <==
#!/bin/bash
# OpenROAD 26Q1-2900-gdf79404cd8, Yosys 0.63+post, stock flow scripts
make -C /OpenROAD-flow-scripts/flow DESIGN_CONFIG=/design/flow/config.mk WORK_HOME=/design/flow/orfs finish
==> notes.md <==
run results: CTS clock-pin slew for the worst setup and hold paths 70 ps, Top cells excl fill/tap 78 x edfxtp_1, 64 x clkdlybuf4s50_1, 50 x inv_1, Detailed Route Iter0 Violations 244, number of max-cap violations 0, slowest cell on the critical path fa_1, Worst Setup Start Kind flip-flop, die width 117 µm, Hold Fails Final Rpt 0, # diodes 0, CP Max Fanout 9, Reg-to-Reg End result[7], Die Area approximately 14,000 µm², final worst path period need around 3400 ps, via count 3,887, # port buffers 64, first-pass GRT wire length about 19 mm, family with the most delay on the worst path AND-OR/OR-AND gates, ys flops 85, worst hold path type flip-flop to flip-flop, DR pass1 iterations 5, Rows between 40 and 50, number of enable flip-flop cells 78, Placeable Area 12,700 µm², Pre-Place Util 41.3%, Bufs and invs on worst path 2, Worst Skew 6.45 ps, Worst Setup End Kind flip-flop, Pwr Density 142 nW/µm², DR WL met2 5.14 mm, final setup margin 4910 ps, unrepaired setup endpoints after global routing no, highest cell delay on the worst timing path 450 ps, clock latency (worst-skew pair) 350 ps, I/O pin total 65, Cell Type Count 65, Top cell excl fill/tap edfxtp_1, setup total negative slack 0 ps, total gr overflow 0, Total Routing Usage GR 19.0%, Lkg Pwr 2.50 nW, Worst Setup SP cur_weight[0], Critical Path RT 8400 ps, Yosys warning total 1, Yosys chip area approximately 5300 µm², tool warnings 55, CTS Root Cell clkbuf_16, critical path class flip-flop to flip-flop, status complete, no violations, final wirelength 11.5 mm, HPWL Detailed 8.58 mm, Highest Clock Rate 0.295 GHz, R2R Setup Slk 4910 ps, Worst VDD drop 0.000104 V, Post-CTS Setup Repair Bufs 0, top layer in use met4, slew at the pin closest to its max-slew limit 941 ps, worst r2r src cur_weight[0], clock tree buffer depth 2, top_reg_cell synth edfxtp_1, post-layout period usage between 40 and 50%, fin. max-slew vios 0, post-cts sizing count 0, FFs w/ async S/R, synth 8.24%, Seq share, synth between 40% and 50%, vias in the first global route 3,606, layout cells sized above 1 6.77%, worst setup path end result[7], hold-fix buffers at CTS 0, Mean Syn Cell Area 10.6 µm², count of cell instances traversed by the critical path 12, most common cell type on the critical path inv_1, Slew HR roughly 36%, Place WS 4690 ps, cell count in the Yosys report 494, drt wl/cell 15.8 µm, die height 117 µm, Arr. time, crit path 3490 ps, Via density 5.30, Remaining DRCs 0, routed length on met3 around 700 µm, Placer Congestion between 0.9 and 1, M1 WL 5.53 mm, Sinks on Clock Net 85, Final setup viols 0, largest net degree at the start of global routing 35, CP Cell Sequence inv_1 > ha_1 > inv_1 > fa_1 > a211o_1 > a21oi_1 > o21a_1 > nor3_1 > nor2_2 > nor2b_4 > o2bb2ai_1 > a221o_1, DRT antenna net count 0, Post-Synthesis Cell Area approximately 5300 µm², Synth Instances 494, synthesis-to-finish area growth 20.5%, CTS Buf Count 9, # H-tree levels 3, TritonCTS clock tree done, initial antenna violation count 0, FF-to-FF path depth 12
area by class of cell:
class | instances | area (µm²)
Inverter | 51 | 191
Clock inverter | 7 | 48.8
Multi-Input combinational cell | 340 | 2460
Clock buffer | 9 | 225
Tap cell | 172 | 215
Timing Repair Buffer | 69 | 678
Fill cell | 1181 | 6380
Sequential cell | 85 | 2520
stage by stage:
step                      area, µm²  hold slack, ps  total power [mW]  util [%]  instances
after floorplan                5260             331             0.502         -        494
after global placement         6060             331             0.533      47.7        717
after detailed placement       6060             335             0.534      47.7        717
after CTS                      6340             348             0.912      49.8        733
after global routing           6340             354             0.937      49.8        733
final                          6340             347             0.897      49.8        733
how the worst min path moves through the flow:
stage                          from       end  slack, ps  depth (start not counted)
final                 state_next[3]  state[3]        350                          0
after CTS             state_next[3]  state[3]        350                          0
after global routing  state_next[3]  state[3]        350                          0
report_power, final:
part / internal, mW / total (mW) / switching, mW
registers: 0.474 / 0.479 / 0.00456
logic: 0.0295 / 0.0455 / 0.0160
clock network: 0.203 / 0.373 / 0.170
cells by family after synthesis:
family	Yosys count	share of synthesized area [%]
muxes	6	1.21
adders and majority gates	49	12.1
buffers and inverters	69	5.33
AOI/OAI and AO/OA	140	18.5
and+or+nand+nor	129	12.3
xor gates and xnor gates	16	2.66
DFF	85	47.9
layer usage:
metal,vias to the layer above,global-route usage [%]
met1,1785,30.5
met2,135,29.0
met3,16,3.33
met5,-,0
li1,1951,-
met4,0,2.45
cell usage after synthesis (all sizes together) (8+ instances only):
cell | count | area [µm²]
clkbuf | 8 | 30.0
nor3 | 17 | 90.1
xnor2 | 13 | 114
nor2 | 50 | 190
ha | 46 | 576
edfxtp | 78 | 2340
o21bai | 8 | 60.1
a21o | 10 | 75.1
o21ai | 21 | 105
nand2 | 17 | 63.8
buf | 10 | 58.8
o22ai | 10 | 62.6
a21oi | 34 | 170
a221oi | 9 | 78.8
inv | 50 | 188
No activity file was given, so power comes from the tool's default toggle rates.
