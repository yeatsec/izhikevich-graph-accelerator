### ./config.mk
export PLATFORM = sky130hd
export DESIGN_NAME = state_update
export DESIGN_NICKNAME = state_update
export VERILOG_FILES = /design/flow/design.v
export SDC_FILE = /design/flow/constraint.sdc
export NUM_CORES = 4
export LEC_CHECK = 1
export CORE_UTILIZATION = 30
### ./constraint.sdc
current_design state_update

set clk_period 35.6
set clk_io_pct 0.2

create_clock -name clk0 -period $clk_period [get_ports {clk}]

set non_clock_inputs [all_inputs -no_clocks]
set_input_delay [expr $clk_period * $clk_io_pct] -clock clk0 $non_clock_inputs
set_output_delay [expr $clk_period * $clk_io_pct] -clock clk0 [all_outputs]
### ./design.v
module fixed_adder2 (a, b, sub, sum);
	parameter numwidth = 16;
	input [numwidth:0] a, b;
	input sub;
	output [numwidth:0] sum;
	wire sub;
	wire [numwidth:0] a, b;
	wire [numwidth:0] sum;
	assign sum = sub ? ((a[numwidth] != b[numwidth]) ? 
							{a[numwidth], a[numwidth-1:0] + b[numwidth-1:0]} : 
							(((b[numwidth-1:0] > a[numwidth-1:0]) && (a[numwidth] == b[numwidth])) ? 
								{~a[numwidth], ~a[numwidth-1:0] + b[numwidth-1:0] + 1'b1} : 
							(((a[numwidth-1:0] > b[numwidth-1:0]) && (a[numwidth] == b[numwidth])) ? 
								{a[numwidth], a[numwidth-1:0] + ~b[numwidth-1:0] + 1'b1} : 
								0))) : 
						(((a[numwidth] == b[numwidth])) ? 
							{a[numwidth], a[numwidth-1:0] + b[numwidth-1:0]} : 
							(((a[numwidth-1:0] > b[numwidth-1:0]) && (a[numwidth] != b[numwidth])) ? 
								{a[numwidth], a[numwidth-1:0] + ~b[numwidth-1:0] + 1'b1} : 
								(((b[numwidth-1:0] > a[numwidth-1:0]) && (a[numwidth] != b[numwidth])) ? 
									{b[numwidth], ~a[numwidth-1:0] + b[numwidth-1:0] + 1'b1} : 
									0)));
endmodule
module fixed_mult(a, b, ab);  
    input [16:0] a, b;
    output [16:0] ab;
    wire [16:0] a, b;
    wire [16:0] ab;
    wire[31:0] multresult;
    assign multresult = a[15:0] * b[15:0];  
    assign ab[15:0] = multresult[23:8];  
    assign ab[16] = a[16] ^ b[16];  
endmodule
module izhikevich (clk, a, b, c, d, v, u, i, v_prime, u_prime, fired);
output [16:0] v_prime, u_prime;
output fired;
input clk;
input [16:0] a, b, c, d, v, u, i;
wire clk;
wire [16:0] a, b, c, d, v, u, i;
reg [16:0] v_prime, u_prime;
reg fired;
wire [16:0] new_v, new_u, new_u2, mult1, mult2, mult3, mult4, mult5, inter, add1, add2, add3, add4;
fixed_mult U1(17'b0_0000_0000_0000_1010,v,mult1);
fixed_mult U2(mult1,v,mult2);
fixed_mult U3(17'b0_0000_0101_0000_0000,v,mult3);  
fixed_adder2 U6(mult2, mult3, 1'b0, add1);
fixed_adder2 U7(add1, 17'b0_1000_1100_0000_0000, 1'b0, add2);
fixed_adder2 U8(add2, u, 1'b1, add3);
fixed_adder2 U9(add3, i, 1'b0, add4);
fixed_adder2 U11(add4, v, 1'b0, new_v);
fixed_mult U4(b,v,mult4);
fixed_adder2 U10(mult4, u, 1'b1, inter);
fixed_mult U5(a,inter,mult5);
fixed_adder2 U12(mult5, u, 1'b0, new_u);
fixed_adder2 U13(u, d, 1'b0, new_u2);
always @ (posedge clk) begin
	if ((new_v[15:0] >= 16'b0001_1110_0000_0000) && (new_v[16] == 1'b0)) begin
		v_prime <= c;
		u_prime <= new_u2;
		fired <= 1'b1;
	end
	else begin
		v_prime <= new_v;
		u_prime <= new_u;
		fired <= 1'b0;
	end
	if ((new_v[15:0] >= 16'b0011_0010_0000_0000) && (new_v[16] == 1'b1))
		v_prime <= 17'b1_0011_0010_0000_0000;
end
endmodule
module state_update(clk, i_in, v_out, u_out, fired_out);
input clk;
input [16:0] i_in;
output fired_out;
output [16:0] v_out, u_out;
wire clk;
wire [16:0] i_in;
reg fired_out;
reg [16:0] v_out, u_out;
wire [16:0] v_inter, u_inter, v_in, u_in;  
wire fire_inter;  
initial begin
	v_out = 17'b1_0011_0000_0000_0000;
	u_out = 17'b0_0000_0010_0000_0000;
end
izhikevich U1(clk, 17'b0_0000_0000_0000_0101, 17'b0_0000_0000_0011_0011, 17'b1_0011_0000_0000_0000, 17'b0_0000_0010_0000_0000, v_in, u_in, i_in, v_inter, u_inter, fire_inter);
assign v_in = v_out;
assign u_in = u_out;
always @(posedge clk) begin
	#1 fired_out <= fire_inter;
	#1 v_out <= v_inter;
	#1 u_out <= u_inter;
end
endmodule
### ./run.sh
#!/bin/bash
# OpenROAD 26Q1-2900-gdf79404cd8, Yosys 0.63+post, stock flow scripts
make -C /OpenROAD-flow-scripts/flow DESIGN_CONFIG=/design/flow/config.mk WORK_HOME=/design/flow/orfs finish
==> run notes <==
The routed design uses 34.3 mm of met2 wire. The largest single stage delay on the critical path is 0.81 ns. The clock tree synthesis step divided the H-tree into 3 levels.

Per the synthesis report, the dominant area consumer among library cells is sky130_fd_sc_hd__ha_1. The area share of the largest cell type after synthesis was 21.1%. The CTS buffer count was 9; the worst clock skew was 0.0198 ns. Setup slack on the critical path of the routed design comes to 11.44 ns. For reference, the top cells by count after synthesis are 473 x sky130_fd_sc_hd__inv_1, 417 x sky130_fd_sc_hd__ha_1, 292 x sky130_fd_sc_hd__a21oi_1, 288 x sky130_fd_sc_hd__nand2_1, 259 x sky130_fd_sc_hd__nor2_1. Counting the warning lines in the Yosys log gives 2. The run gives 52 for the port buffer count. Detailed placement reports a standard cell area of 26600 sq um. From bottom edge to top edge, the die measures 289 microns. TritonCTS built the clock tree. The tools report the number of DRC violations after detailed-routing iteration 0 as 1853. Yosys instantiated no cell more often than sky130_fd_sc_hd__inv_1.

The area recorded from the Yosys report for this design is 24700 sq um. CTS reports a maximum clock tree buffer depth of 2. The mapped netlist covers 24700 sq um.

Per the detail_route report, the via count comes to 23000. Per the run summary, max-cap violations total 0. According to the floorplan report, the total die area is 83400 sq um. Setup repair after global routing left no endpoint under its margin. RePlAce ended its routability-driven mode at a weighted congestion of 0.986.

For the initial antenna violation count, the log shows 1. Capturing element type of the critical path: a register. For the count of hold buffers inserted by post-cts repair, the log shows 0. After floorplanning, the core was divided into 104 placement rows. For the flip-flop and latch area, the log shows 1400 sq um.

Clock tree synthesis found a total of 70 sinks. Per the post-place timing report, worst setup slack is 11.71 ns. For this run, the top clock speed supported by timing is 41.4 MHz. For the finished layout, the period the worst path requires is 24.16 ns. The via density per instance was 5.27; the number of enable-type register cells in the synthesized netlist was 0. The arrival time at the worst endpoint came out at 24.36 ns.

The count of different cell masters after synthesis was 104. Cell at the slowest stage of the critical path: sky130_fd_sc_hd__a211oi_2. The clock latency at the later pin of the worst-skew pair was 0.37 ns; the logic area was 21000 sq um.

For the total half-perimeter wirelength after legalization and detailed placement, the log shows 63.5 mm. The total buffers and inverters traversed by the critical path is 10. For the number of fill cells in the layout, the log shows 8540. Global routing finished with a remaining overflow of 0.

With the number of synthesized register bits at 70, the cell count after synthesis is 3298. The nature of the critical path startpoint was a register. For the pin with the worst max-slew slack, the measured transition is 0.882 ns.

Critical path class: register to register. Tracing the worst setup path back leads to its startpoint at v_out[2]. The worst slew margin relative to its limit was 40.7%. Setup slack on the worst reg-to-reg path comes out at 11.44 ns. Pins over their slew limit in the final report were tallied at 0. The area growth from synthesis to layout is 8.86%. Sorting the synthesized cells by area gives the leading types as sky130_fd_sc_hd__ha_1 21%, sky130_fd_sc_hd__fa_1 14%, sky130_fd_sc_hd__inv_1 7.2%, sky130_fd_sc_hd__a21oi_1 5.9%, sky130_fd_sc_hd__dfxtp_1 5.7%. Sequential cells were found to cover 5.68% of the synthesized design area.

The uppermost layer routed is met5. The share of flip-flops with an asynchronous set or reset works out to 0%. For the post-CTS setup buffer count, the log shows 0. Broken down by cell family, the worst path's largest delay share belongs to AND-OR/OR-AND gates. Entering global routing, the biggest net connects 33 pins.

Path category of the worst min-delay check: register to register. After floorplanning, the core was sized to cover 80900 sq um. The total of cells resized after clock tree synthesis is 0. The all-layer global routing usage is 19.4%. 53 I/O pins were placed. Setup total negative slack on the finished layout was measured at 0 ns. The cell count listed in synth_stat.txt was 3298; the total non-filler cell area in the finished layout was 26900 sq um. Averaged over all synthesized cells, the footprint is 7.48 sq um.

Most numerous cell on the critical path: sky130_fd_sc_hd__a21oi_1. On the worst setup and hold paths after CTS, the clock-pin slew comes to 0.07 ns. Once detail routing completed, the nets flagged for antenna violations numbered 0. Number of warning messages in the logs: 206. The total inserted antenna cells came out at 0.

The post-layout period usage of the worst path is 67.9%. Per the final layout report, the fraction of cells sized above drive strength 1 comes to 4.78%. The overall die width came out at 289 microns. The tools report the amount of wire on met3 after detailed routing as 6.45 mm. The routed wirelength on the met1 layer is recorded as 36.1 mm. The most used flip-flop cell after synthesis is sky130_fd_sc_hd__dfxtp_1. STA puts the critical path data required time at 35.80 ns. The tools report the initial cell density of the core as 30.5%.

The launch point of the worst register-to-register path is recorded as v_out[2]. The tools report the count of TritonRoute iterations in the first routing pass as 6. The global-route wire length before repair is 124 mm, and the count of final setup violators is 0. Looking at hold timing, the worst path starts from U1.u_prime[16]. The clock root buffer master is sky130_fd_sc_hd__clkbuf_16. The logs give 22000 for the number of global-route vias before repair and 0 for the final number of hold-violating endpoints. The script logs the mean routed wire length per placed instance as 18.0 microns. Along the worst path, the maximum fanout reaches 16. The final layout contains routed wiring with a total length of 78.7 mm. The flow ran to the end, and the final reports show no timing, DRC or antenna violations. The tools report the DRC violation count after routing as 0.
final timing paths:
check                   to  depth (start not counted)
max          U1.v_prime[5]                         97
min              u_out[16]                          0
max reg2reg  U1.v_prime[5]                         97
min reg2reg      u_out[16]                          0
worst register-to-register path, delay by kind of cell, from the launching register on:
family                     cells  cell delay [ns]
muxes                          1             0.15
DFF                            1             0.38
AOI/OAI and AO/OA             48            11.49
xor gates and xnor gates       3             0.61
buffers and inverters         10             1.54
adders and majority gates     13             5.24
and+or+nand+nor               22             4.57
layer usage:
metal / track usage, % / vias up
met4: 3.83 / 2
met3: 4.76 / 106
met1: 28.0 / 10800
met2: 29.7 / 813
li1: - / 11300
met5: 0.227 / -
metrics by stage:
stage / util, % / std cells / hold slack, ns
2_1_floorplan: - / 3299 / 0.310
3_3_place_gp: 32.8 / 4350 / 0.310
3_5_place_dp: 32.8 / 4350 / 0.312
4_1_cts: 33.2 / 4366 / 0.307
5_1_grt: 33.2 / 4366 / 0.318
6_report: 33.2 / 4366 / 0.307
cell type report:
class	count	area share, %
repair buffers	127	4.03
well taps	1060	4.94
clock buffers	11	0.904
clock inverters	5	0.214
multi-input cells	2616	78.0
inverters	477	6.67
flip-flops and latches	70	5.22
state kept, by name, indices dropped and copies added, names as in the netlist:
register	count
U1.fired	1
U1.u_prime	17
U1.v_prime	17
fired_out	1
u_out	17
v_out	17
logic make-up (layout without fill, tap and decap cells):
| group | after synthesis | count (layout) | synth area share [%] |
|---|---|---|---|
| other | 1 | 2 | 0.0152 |
| and+or+nand+nor | 882 | 882 | 16.6 |
| DFF | 70 | 70 | 5.68 |
| buffers and inverters | 613 | 620 | 9.48 |
| adders and majority gates | 593 | 593 | 35.4 |
| muxes | 36 | 36 | 1.54 |
| AOI/OAI and AO/OA | 961 | 961 | 26.1 |
| xor gates and xnor gates | 142 | 142 | 5.15 |
cell usage in the layout, fill, tap and decap left out, types with 28 or more instances in the layout:
master / netlist / layout
sky130_fd_sc_hd__xnor2_1: 112 / 111
sky130_fd_sc_hd__a31oi_1: 31 / 31
sky130_fd_sc_hd__o21ai_0: 154 / 154
sky130_fd_sc_hd__buf_4: 1 / 75
sky130_fd_sc_hd__nand2_1: 288 / 288
sky130_fd_sc_hd__fa_1: 176 / 176
sky130_fd_sc_hd__nor2b_1: 29 / 29
sky130_fd_sc_hd__a21o_1: 74 / 74
sky130_fd_sc_hd__clkdlybuf4s50_1: 0 / 52
sky130_fd_sc_hd__nand2b_1: 34 / 34
sky130_fd_sc_hd__dfxtp_1: 70 / 69
sky130_fd_sc_hd__ha_1: 417 / 417
sky130_fd_sc_hd__inv_1: 473 / 473
sky130_fd_sc_hd__nor2_1: 259 / 259
sky130_fd_sc_hd__a21oi_1: 292 / 292
sky130_fd_sc_hd__nor3_1: 61 / 61
sky130_fd_sc_hd__xor2_1: 28 / 28
sky130_fd_sc_hd__o21bai_1: 93 / 93
sky130_fd_sc_hd__and2_1: 42 / 42
sky130_fd_sc_hd__nand3_1: 59 / 59
