[/design/flow/run.sh]
#!/bin/bash
# OpenROAD 26Q1-2900-gdf79404cd8, Yosys 0.63+post, stock flow scripts
make -C /OpenROAD-flow-scripts/flow DESIGN_CONFIG=/design/flow/config.mk WORK_HOME=/design/flow/orfs finish
[/design/flow/config.mk]
export PLATFORM = sky130hd
export DESIGN_NAME = synaptic_processing_unit2
export DESIGN_NICKNAME = synaptic_processing_unit2
export VERILOG_FILES = /design/flow/design.v
export SDC_FILE = /design/flow/constraint.sdc
export NUM_CORES = 4
export LEC_CHECK = 1
export CORE_UTILIZATION = 50
[/design/flow/constraint.sdc]
current_design synaptic_processing_unit2

set clk_period 1.7
set clk_io_pct 0.2

create_clock -name clk0 -period $clk_period [get_ports {clk}]

set non_clock_inputs [all_inputs -no_clocks]
set_input_delay [expr $clk_period * $clk_io_pct] -clock clk0 $non_clock_inputs
set_output_delay [expr $clk_period * $clk_io_pct] -clock clk0 [all_outputs]
[/design/flow/design.v]
module fixed_adder2 (a, b, sub, sum);
	parameter numwidth = 16;
	input [numwidth:0] a, b;
	input sub;
	output [numwidth:0] sum;
	wire sub;
	wire [numwidth:0] a, b;
	wire [numwidth:0] sum;
	assign sum = sub ? ((a[numwidth] != b[numwidth]) ? 
							{a[numwidth], a[numwidth-1:0] + b[numwidth-1:0]} : 
							(((b[numwidth-1:0] > a[numwidth-1:0]) && (a[numwidth] == b[numwidth])) ? 
								{~a[numwidth], ~a[numwidth-1:0] + b[numwidth-1:0] + 1'b1} : 
							(((a[numwidth-1:0] > b[numwidth-1:0]) && (a[numwidth] == b[numwidth])) ? 
								{a[numwidth], a[numwidth-1:0] + ~b[numwidth-1:0] + 1'b1} : 
								0))) : 
						(((a[numwidth] == b[numwidth])) ? 
							{a[numwidth], a[numwidth-1:0] + b[numwidth-1:0]} : 
							(((a[numwidth-1:0] > b[numwidth-1:0]) && (a[numwidth] != b[numwidth])) ? 
								{a[numwidth], a[numwidth-1:0] + ~b[numwidth-1:0] + 1'b1} : 
								(((b[numwidth-1:0] > a[numwidth-1:0]) && (a[numwidth] != b[numwidth])) ? 
									{b[numwidth], ~a[numwidth-1:0] + b[numwidth-1:0] + 1'b1} : 
									0)));
endmodule
module synaptic_processing_unit2(clk, asyn_reset, fifo_empty, weight_in, i_next_in, src_tag_in, state, req_write_i_next, req_deq, busy, i_next_out, src_tag_out, dst_tag_out);
	parameter numneurons = 2;
	parameter numwidth = 16;
	parameter tagbits = 1;
	input clk, asyn_reset, fifo_empty;
	input [numwidth:0] weight_in, i_next_in;
	input [tagbits-1:0] src_tag_in;
	output req_write_i_next, req_deq, busy;
	output [numwidth:0] i_next_out;
	output [tagbits-1:0] src_tag_out, dst_tag_out;
	output [4:0] state;
	wire clk, asyn_reset, fifo_empty;
	wire [tagbits-1:0] src_tag_in;
	wire [numwidth:0] weight_in, i_next_in;
	wire req_write_i_next, req_deq, busy;
	reg [numwidth:0] i_next_reg, weight_reg;
	reg [tagbits-1:0] src_tag_out, dst_tag_out;
	wire [numwidth:0] i_next_out;
	fixed_adder2 U1(weight_reg, i_next_reg, 1'b0, i_next_out);
	wire [4:0] next_state;
	reg [4:0] state;
	parameter wait_src = 5'b00001;
	parameter fetch_src = 5'b00010;
	parameter fetch_dst_wgt_inext = 5'b00100;
	parameter add_wgt_inext = 5'b01000;
	parameter write_inext = 5'b10000;
	wire [tagbits-1:0] dst, src;
	wire [numwidth:0] next_out;
	wire [tagbits-1:0] dst_tag_next;
	assign next_state = my_fsm(state, fifo_empty, dst_tag_next);
	assign dst_tag_next = dst_tag_out + 1;
	assign busy = (state != wait_src);
	assign req_deq = (state == fetch_src);
	assign req_write_i_next = (state == write_inext);
	function [4:0] my_fsm;
		input [4:0] state;
		input fifo_empty;
		input [tagbits-1:0] dst_tag_next;
		case(state)
			wait_src: begin
				if (!fifo_empty)
					my_fsm = fetch_src;
				else
					my_fsm = wait_src;
			end
			fetch_src: begin
				my_fsm = fetch_dst_wgt_inext;
			end
			fetch_dst_wgt_inext: begin
				my_fsm = add_wgt_inext;
			end
			add_wgt_inext: begin
				my_fsm = write_inext;
			end
			write_inext: begin
				if (dst_tag_next == 0)
					my_fsm = wait_src;
				else
					my_fsm = fetch_dst_wgt_inext;
			end
		endcase
	endfunction
	always @(posedge clk, posedge asyn_reset) begin  
		if (asyn_reset) begin
			state <= wait_src;
		end
		else begin
			state <= next_state;
		end
	end
	always @(posedge state[1]) begin  
		src_tag_out <= src_tag_in;
	end
	always @(posedge state[2]) begin  
		i_next_reg <= i_next_in;
		weight_reg <= weight_in;
	end
	always @(negedge state[4], posedge state[1]) begin  
		if (state[1])
			dst_tag_out <= 0;
		else 
			dst_tag_out <= dst_tag_next;
	end
endmodule
==> impl_metrics.yaml <==
# generated from flow reports
outcome:
  outcome: "complete, no violations"
route:
  wl_mm: 8.556
  n_antenna_cell: 0
  drtAntennaViolNets: 0
  wire_per_inst_um: 14.31
  drt-initial-drc-count: 198
  num_vias: 3241
  first_pass_iters: 5
  drc: 0
  avgViaCountPerCell: 5.420
global_route:
  grt_max_degree: 35
  grt_pass1_vias: 2845
  overflow: 0
  grt_usage: 0.2335
  grt_pass1_wl_mm: 13.81
  antenna_found_initial: 0
logic_synthesis:
  synth-edff-count: 0
  top_area_cell: "dfxtp_1"
  synthArstFlopShare: 0.1463
  avgSynthCellArea_um2: 8.066
  netlist_area_um2: 3541
  top_area_frac: 0.1979
  yosys_warnings: 1
  syn_inst: 439
  synth_flops: 41
  synth.cells.most_frequent: "50 x inv_1, 46 x ha_1, 37 x a21oi_1"
  ys_cells: 439
  yosys_area_um2: 3541
  yosysUniqueCellTypes: 69
  top_cell: "inv_1"
  seq_area_frac_synth: 0.2406
  ys_top_cells_by_area: "dfxtp_1 20%, ha_1 16%, inv_1 5.3%"
  ff_type: "dfxtp_1"
floorplan:
  rows: 30
  fp_util: 0.5183
  core_um2: 6832
  fp.dieH_um: 86.16
  pin_count: 65
  die_x_um: 86.16
  die-area_um2: 7423
clock_network:
  cts_tree: "done"
  clock_latency_ns: 0.22
  cts-htree-levels: 1
  path_clk_slew_ns: 0.04
  clk_path_buf_depth: 2
  cts_inserted_buffers: 3
  clock-root-buffer: "clkbuf_8"
critical_path:
  crit_family: "flip-flops"
  r2r_slack_ns: 0.13
  worst-path-buf-inv: 2
  cp.required_ns: 1.36
  cp_slowest_cell: "dfrtp_1"
  path_cells: "nor3_2 > buf_4 > nand3b_1 > dlygate4sd2_1"
  start_kind: "register"
  crit_path_end_kind: "output pin"
  worstSetupPathType: "register to output pin"
  cp_data_arrival_time_ns: 1.30
  slowest_delay_ns: 0.42
  critPathMaxFanout: 3
job:
  warnings: 57
  cap_violations: 0
final_timing:
  hold_slack_ns: 0.3160
  untimed_endpoints: 55
  hold_violations: 0
  worst_slew_margin_rel: 0.4753
  timing.fmax_mhz: 610.5
  finalMaxSlewViolations: 0
  period_used_share: 0.9636
  unclocked_regs: 36
  finalCriticalPeriod_ns: 1.638
  setup_violations: 0
  tightest_slew_ns: 0.7844
  final.setup_skew_ns: 0.004742
cells_and_area:
  utilization: 0.6397
  area_growth_pct: 23.43
  n_fill_cell: 575
  drive_gt1_frac: 0.08566
  seq_area_um2: 852.1
  logic_area_um2: 2420
power:
  ir_drop_mv: 1.015
  p_per_area_nw_per_um2: 647.8
  leakage_nw: 1.996
min_path:
  holdCritPathClass: "primary input to async pin"
placement:
  gp_congestion: 0.9226
  dp_hpwl_mm: 6.591
  portBuffers: 64
[report_power, final]
part           leakage, nW  switching [W]  internal [W]
clock               0.0228      0.0000592      0.000161
combinational         1.61       0.000938      0.000952
sequential           0.368      0.0000978      0.000624
[what timing repair did]
action	CTS	global route
hold buffers	0	0
gates resized	6	2
setup buffers	1	3
pin swaps	0	2
endpoints found under the setup margin	3	2
hold endpoints to repair	0	0
[final timing paths]
check                           start  endpoint  depth (start not counted)
max in group asynchronous  asyn_reset  state[0]                          2
setup reg to reg             state[1]  state[0]                          8
min in group clk0            state[0]  state[3]                          1
hold reg to reg              state[0]  state[3]                          1
hold / removal             asyn_reset  state[4]                          2
setup / recovery             state[1]      busy                          4
[through the flow]
step / setup slack [ns] / area (µm²) / TNS (ns) / std cells / power [W]
6_report: 0.06190 / 4370 / 0 / 598 / 0.002831
5_1_grt: -0.02865 / 4370 / -0.05611 / 598 / 0.003058
4_1_cts: -0.1731 / 4338 / -0.1731 / 595 / 0.002741
3_5_place_dp: -0.07025 / 4265 / -0.07025 / 590 / 0.002443
3_3_place_gp: -0.02868 / 4265 / -0.02868 / 590 / 0.002424
2_1_floorplan: 0.2540 / 3541 / 0 / 439 / 0.001697
[layer usage]
metal,GRT usage,part of all wire,up-vias
li1,-,-,1660
met1,0.3871,0.51,1484
met2,0.3550,0.44,89
met3,0.01270,0.046,8
met4,0.01818,0.0055,0
met5,0,0,-
[placed cells by master (no fill, tap or decap), types with 5 or more instances in the layout]
cell,n
a21o_1,11
nor3_1,9
dfxtp_1,35
a31oi_1,6
nor2b_1,5
nand2b_1,7
inv_1,50
and3_1,5
nand3_1,7
o21ai_0,22
buf_4,14
nor2_1,33
o21ai_1,5
xnor2_1,12
a21oi_1,37
xor2_1,5
o21bai_1,5
ha_1,46
o211ai_1,5
o21a_1,5
nand2_1,32
clkdlybuf4s50_1,61
[cells by family after synthesis]
| family | synth area share |
|---|---|
| buffers and inverters | 0.08445 |
| XOR/XNOR | 0.04205 |
| AND/OR/NAND/NOR | 0.1728 |
| adder cells (fa/ha/maj) | 0.1795 |
| AND-OR/OR-AND | 0.2777 |
| multiplexers | 0.002827 |
| flip-flops | 0.2406 |
[layout make-up]
| class | instances | area share |
|---|---|---|
| Sequential cell | 41 | 0.1950 |
| Tap cell | 96 | 0.02748 |
| Clock buffer | 4 | 0.01031 |
| Multi-Input combinational cell | 329 | 0.5537 |
| Inverter | 50 | 0.04294 |
| Timing Repair Buffer | 78 | 0.1706 |
Power figures rest on the tool's default switching activity, not on a simulated workload.
